`design/flow/design.v`:
```
module andy_FSM(input     Clk,                
                             Reset,              
                             frame_clk, 
									  character1_attack,
									  character1_move_r,
									  character1_move_l,
									  character1_hurt,
									  character1_defend,
									  exist_character1,
									  character1_die,
					input [7:0] game_state,
					 output  [7:0] state_out, 
					 output	[7:0] frame_num,
					 output  logic move_l1,move_r1,stand1,hurt,die1
					 );
	logic [7:0] frame_num_in;
	logic move_r1_in, move_l1_in,stand_in,hurt_in,die1_in;
	logic [7:0] delay_in, delay; 
	logic frame_clk_delayed, frame_clk_edge; 
	logic [7:0] frame_num_max,frame_num_max_in;
	parameter [7:0] delay_move_r1 = 8'd8;	
	parameter [7:0] delay_move_l1 = 8'd8;
	parameter [7:0] delay_attack = 8'd2;
	parameter [7:0] delay_stand = 8'd8;
	parameter [7:0] delay_hurt = 8'd3; 
	parameter [7:0] delay_defend = 8'd2;
	parameter [7:0] delay_die = 8'd3;
	parameter [7:0] frame_num_move_r1 = 8'd3; 
	parameter [7:0] frame_num_move_l1 = 8'd4; 	
	parameter [7:0] frame_num_attack = 8'd8;
	parameter [7:0] frame_num_stand = 8'd7;
	parameter [7:0] frame_num_hurt = 8'd3; 
	parameter [7:0] frame_num_defend = 8'd0;
	parameter [7:0] frame_num_die = 8'd11;
	enum logic [7:0] {state_stand,state_attack, state_movel, state_mover,state_hurt,state_defend, state_die} state_in, state;
	enum logic [7:0] {state_start,state_game, state_gameover} game_state_in;
	assign state_out = state;
	assign restart = (game_state  == state_game) ? 1'b1: 1'b0;
	logic exist_character1_delayed,exist_character1_edge,restart, restart_edge, restart_delayed; 
    always_ff @(posedge Clk)
	 begin 
		exist_character1_delayed <= exist_character1; 
		exist_character1_edge <= exist_character1 && (exist_character1_delayed == 1'b0);
	 end
	 always_ff @(posedge Clk)
	 begin 
		restart_delayed <= restart; 
		restart_edge <= restart && (restart_delayed == 1'b0);
	 end
	always_ff @ (posedge Clk)
    begin
		if(restart_edge)
		begin
			state <= state_stand;
			delay <= 8'd0;
			frame_num <= 8'd0;
			frame_num_max <= frame_num_stand;
			move_r1 <= 1'b0;
			move_l1 <= 1'b0;
			stand1 <= 1'b0;
			hurt <= 1'b0;
			die1 <= 1'b0;
		end
		else
		begin
			if(exist_character1)
			begin
				state <= state_in;
				delay <= delay_in;
				frame_num <= frame_num_in;
				frame_num_max <= frame_num_max_in;
				move_r1 <= move_r1_in;
				move_l1 <= move_l1_in;
				stand1 <= stand_in;
				hurt <= hurt_in;
				die1 <= die1_in;
			end
		end
	 end					 
	 always_ff @(posedge Clk)
	 begin 
		frame_clk_delayed <= frame_clk; 
		frame_clk_edge <= frame_clk && (frame_clk_delayed == 1'b0);
	 end
	always_comb 
	begin 
	state_in = state; 
	delay_in = delay; 
	frame_num_in = frame_num;
	frame_num_max_in = frame_num_max;
	move_l1_in = 1'b0;
	move_r1_in = 1'b0;
	stand_in = 1'b0;
	hurt_in = 1'b0;
	die1_in = 1'b0;
	if(frame_clk_edge)
	begin
	unique case(state)
	state_attack:
	begin
		if(character1_die)
		begin
			frame_num_in = 8'd0;
			delay_in = 8'd0;
			state_in = state_die;
		end
		else if(delay>=delay_attack)
		begin
			delay_in = 8'd0;
			if(frame_num>= frame_num_attack)
			begin
				frame_num_in = 8'd0;
				state_in = state_stand;
				delay_in = 8'd0;
			end
			else
			begin
				frame_num_in = frame_num + 8'd1;
			end
		end
		else
		begin
			delay_in = delay + 8'd1;
		end
	end
	state_mover: 
	begin
		if(character1_die)
		begin
			frame_num_in = 8'd0;
			delay_in = 8'd0;
			state_in = state_die;
		end
		else if(character1_hurt)
		begin
			frame_num_in = 8'd0;
			delay_in = 8'd0;
			state_in = state_hurt;
		end
		else if(character1_attack)
		begin
			state_in = state_attack;
			delay_in = 8'd0;
			frame_num_in = 8'd0;	
		end
		else if(character1_move_r)
		begin
			move_r1_in = 1'b1;
			if(delay>=delay_move_r1)
			begin
				delay_in = 8'd0;
				if(frame_num >= frame_num_move_r1)
				begin
					frame_num_in = 8'd0;
				end
				else
				begin
					frame_num_in = frame_num + 8'd1;
				end
			end
			else
			begin
				delay_in = delay + 8'd1;
			end
		end
		else if(character1_move_l)
		begin
			state_in = state_movel;
			delay_in = 8'd0;
			frame_num_in = 8'd0;
		end
		else
		begin
			state_in = state_stand;
			delay_in = 8'd0;
			frame_num_in = 8'd0;
		end
	end
	state_movel: 
	begin
		if(character1_die)
		begin
			frame_num_in = 8'd0;
			delay_in = 8'd0;
			state_in = state_die;
		end
		else if(character1_hurt)
		begin
			frame_num_in = 8'd0;
			delay_in = 8'd0;
			state_in = state_hurt;
		end
		else if(character1_attack)
		begin
			state_in = state_attack;
			delay_in = 8'd0;
			frame_num_in = 8'd0;	
		end
		if(character1_move_l)
		begin
			move_l1_in = 1'b1;
			if(delay>=delay_move_l1)
			begin
				delay_in = 8'd0;
				if(frame_num >= frame_num_move_l1)
					frame_num_in = 8'd0;
				else
				begin
					frame_num_in = frame_num + 8'd1;
				end
			end
			else
			begin
				delay_in = delay + 8'd1;
			end
		end
		else if(character1_move_r)
		begin
			state_in = state_mover;
			delay_in = 8'd0;
			frame_num_in = 8'd0;
		end
		else
		begin
			state_in = state_stand;
			delay_in = 8'd0;
			frame_num_in = 8'd0;
		end
	end
	state_stand:
	begin
		stand_in = 1'b1;
		if(character1_die)
		begin
			frame_num_in = 8'd0;
			delay_in = 8'd0;
			state_in = state_die;
		end
		else if(character1_hurt)
		begin
			state_in = state_hurt;
			delay_in = 8'd0;
			frame_num_in = 8'd0;
		end
		else if(character1_attack)
		begin
			state_in = state_attack;
			delay_in = 8'd0;
			frame_num_in = 8'd0;
		end
		else if(character1_defend)
		begin
			state_in = state_defend;
			delay_in = 8'd0;
			frame_num_in = 8'd0;
		end
		else if(character1_move_r)
		begin
			state_in = state_mover;
			delay_in = 8'd0;
			frame_num_in = 8'd0;
		end
		else if(character1_move_l)
		begin
			state_in = state_movel;
			delay_in = 8'd0;
			frame_num_in = 8'd0;
		end
		else
		begin
			if(delay>=delay_stand)
			begin
				delay_in = 8'd0;
				if(frame_num >= frame_num_stand)
					frame_num_in = 8'd0;
				else
					frame_num_in = frame_num + 8'd1;
			end
			else
			begin
				delay_in = delay + 8'd1;
			end
		end
	end
	state_hurt:
	begin
		hurt_in = 1'b1;
		if(character1_die)
		begin
			frame_num_in = 8'd0;
			delay_in = 8'd0;
			state_in = state_die;
		end
		else if(delay>=delay_hurt)
		begin
			delay_in = 8'd0;
			if(frame_num>= frame_num_hurt)
			begin
				frame_num_in = 8'd0;
				state_in = state_stand;
				delay_in = 8'd0;
			end
			else
			begin
				frame_num_in = frame_num + 8'd1;
			end
		end
		else
		begin
			delay_in = delay + 8'd1;
		end
	end
	state_defend:
	begin
		if(character1_die)
		begin
			frame_num_in = 8'd0;
			delay_in = 8'd0;
			state_in = state_die;
		end
		else if(delay>=delay_defend)
		begin
			delay_in = 8'd0;
			if(frame_num>= frame_num_defend)
			begin
				frame_num_in = 8'd0;
				delay_in = 8'd0;
				if(character1_defend)
				begin
					state_in = state_defend;
				end
				else
				begin
					state_in = state_stand;
				end
			end
			else
			begin
				frame_num_in = frame_num + 8'd1;
			end
		end
		else
		begin
			delay_in = delay + 8'd1;
		end
	end
	state_die:
	begin
		die1_in = 1'b1;
		if(delay>=delay_die)
		begin
			delay_in = 8'd0;
			if(frame_num>= frame_num_die)
			begin
				frame_num_in = frame_num_die;
				state_in = state_die;
				delay_in = 8'd0;
			end
			else
			begin
				frame_num_in = frame_num + 8'd1;
			end
		end
		else
		begin
			delay_in = delay + 8'd1;
		end
	end
	endcase
	end
	end
endmodule
```
`design/flow/constraint.sdc`:
```
current_design andy_FSM

set clk_period 2.8
set clk_io_pct 0.2

create_clock -name clk0 -period $clk_period [get_ports {Clk}]

set non_clock_inputs [all_inputs -no_clocks]
set_input_delay [expr $clk_period * $clk_io_pct] -clock clk0 $non_clock_inputs
set_output_delay [expr $clk_period * $clk_io_pct] -clock clk0 [all_outputs]
```
`design/flow/run.sh`:
```
#!/bin/bash
# OpenROAD 26Q1-2900-gdf79404cd8, Yosys 0.63+post, stock flow scripts
make -C /OpenROAD-flow-scripts/flow DESIGN_CONFIG=/design/flow/config.mk WORK_HOME=/design/flow/orfs finish
```
`design/flow/config.mk`:
```
export PLATFORM = sky130hd
export DESIGN_NAME = andy_FSM
export DESIGN_NICKNAME = andy_FSM
export VERILOG_FILES = /design/flow/design.v
export SDC_FILE = /design/flow/constraint.sdc
export NUM_CORES = 4
export LEC_CHECK = 1
export CORE_AREA = 10 10 102 102
export DIE_AREA = 0 0 112 112
```
==> CHANGELOG.md <==
### Implementation results

- CTS tree: done
- WL/cell: around 14 um
- CP max stage delay: 0.53 ns
- Final Critical Period: 2.35 ns
- Root buffer cell: clkbuf_8
- Total number of vias: ~1800
- Grt ovf: 0
- Met1 Usage GRT: a little under an eighth
- # clock sinks: 28
- RSZ-0062 raised after global routing: false
- Worst Setup EP: frame_num[3]$_SDFFE_PP0P_
- Initial antenna violation count: 0
- Fin cells: 362
- Die width: 112 um
- DRC: 0
- Mean area per synthesized cell: between 8 and 9 um2
- Reg clk slew, reported paths: 0.10 ns
- Gr usage total: 7.85%
- Routability cong.: 0.904
- Placed Cells: 358
- Number of synthesized flops with an enable pin: 0
- Vias in the first global route: between 1500 and 2000
- Worst r2r src: state[2]$_SDFFE_PP0P_
- Clock Skew: 0.00544 ns
- DRT Wirelength: 5240 um
- PD cells: 793 mW/mm2
- Most frequent cells in the layout: clkdlybuf4s50_1 (32), dfxtp_1 (28), a21oi_1 (18)
- Fin crit share: 83.8%
- Worst Setup End Kind: flop
- H-tree Lvls: 1
- Clk Latency, worst-skew pair: between 0.2 and 0.3 ns
- Core Util at FP: 22.2%
- Ant diodes: 0
- Area grow syn2layout: 27.4%
- Hold_buf cts: 0
- Fillers: approximately 860
- DP Wirelength: 3910 um
- Reg2Reg Depth: 5
- Clk buf depth: 2
- Endpoints failing hold: 0
- PortBufs: 32
- R2r setup slk: between 0.5 and 0.6 ns
- Commonest flop: dfxtp_1
- Slew @ Worst Pin: 0.788 ns
- Die ar.: 0.0125 mm2
- Die y size: 112 um
- Placeable Area: 0.00822 mm2
- Largest net degree at the start of global routing: 26
- Max-cap violation count: 0
- First-pass GRT wire length: 8510 um
- Post-synth regs: 28
- Dominant logic cell type in the layout: clkdlybuf4s50_1
- Worst setup SP type: input pin
- Post-synthesis cell count: ~230
- Headroom to the max-slew limit: 47.4%
- Log Warnings: 30
- Max stage delay cell, worst path: or4_1
- Routed Antenna Nets: 0
- Top Ports: 39
- Slew Limit Fails: 0
- YS chip area: 0.00183 mm2
- Synth warnings: 3
- Sum Neg Setup Slack: 0 ns
- Seq share, synth: 30.7%
- CP Max Fanout: 7
- Post-CTS Setup Repair Bufs: 0
- Post-Syn Area: 0.00183 mm2
- Setup violations, final: 0
- Total CTS buffers: 3
- Required time at the worst-slack endpoint: 2.96 ns
- Static Leak: 0.879 nW
- 1st-pass router iterations: 4
- # Cells Yosys: 227
- Achievable Freq: approximately 0.43 GHz
- M3 GR Usage: under 10%
- Gr busiest metal: met1
- Cell Chain, Critical Path: clkdlybuf4s50_1, or4_1, a221o_1, o22a_1, a31oi_1, a211oi_2
- Post-synth ARST share: 0%
- Worst Path Class, Setup: input pin to flop
- Reg2reg end: frame_num[1]$_SDFFE_PP0P_
- Yosys cell types: 53
- First DRT Iteration DRCs: about 110
- Worst path arrival time: approximately 2.5 ns
- Crit. Startpoint: character1_die
- Status: finished clean
- Share of cells above drive strength 1: 11.3%
- Worst vdd ir: 0.246 mV
- Vias/cell: 5.07
- Overall power: about 1.8 mW
- Row count: 33
- Hold crit path type: flop to flop
- Met2 Use GR: 11.0%
- Resized Gates After CTS: 0
-- metrics by stage --
step	utilization (%)	hold WS [ns]	cell area, um2	worst slack (ns)
after CTS	28.3	0.387	2330	0.453
after detailed placement	27.4	0.372	2250	0.149
final	28.3	0.386	2330	0.453
after global routing	28.3	0.427	2330	0.330
after floorplan	-	0.367	1840	0.644
after global placement	27.4	0.372	2250	0.143
-- sequential cells by signal, summed over array words and instances, names as in the netlist --
name	flops
hurt	1
delay	8
move_l1	1
restart_edge	1
restart_delayed	1
die1	1
frame_clk_delayed	1
move_r1	1
frame_clk_edge	1
state	3
stand1	1
frame_num	8
-- layout make-up --
class / count / area [um2] / share of cell area (%)
Clock buffer: 3 / 41.3 / 1.78
Multi-Input combinational cell: 174 / 1140 / 49.1
Clock inverter: 1 / 30.0 / 1.29
Inverter: 11 / 41.3 / 1.78
Timing Repair Buffer: 40 / 380 / 16.4
Tap cell: 105 / 131 / 5.65
Sequential cell: 28 / 561 / 24.1
-- logic make-up after synthesis --
family,after synthesis,synth area share (%)
other,1,0.205
xor gates and xnor gates,2,0.960
and+or+nand+nor,92,29.3
adders and majority gates,5,3.29
DFF,28,30.7
buffers and inverters,29,7.61
AOI/OAI and AO/OA,70,28.0
-- routing by layer --
metal / vias to the layer above / share of wire (%)
met5: - / 0
met1: 853 / 51
met3: 2 / 8.8
met4: 0 / 0.27
li1: 916 / -
met2: 64 / 39
-- power by group --
group	switching (mW)	internal (mW)
clock network	0.131	0.191
logic	0.493	0.423
registers	0.134	0.472
-- synthesized netlist by cell type (2+ instances only) --
cell type | count | share of area [%]
nor3_1 | 11 | 3.0
o211ai_1 | 7 | 2.9
a211oi_1 | 4 | 1.6
o32ai_1 | 2 | 0.96
a31o_2 | 2 | 0.96
o221ai_1 | 2 | 0.96
buf_4 | 5 | 2.1
ha_1 | 4 | 2.7
a31oi_1 | 5 | 1.7
nor2_1 | 13 | 2.7
o41a_1 | 2 | 1.2
nor4_1 | 7 | 2.4
nand2_1 | 15 | 3.1
nor2b_1 | 8 | 2.7
nand4_1 | 4 | 1.4
o31a_1 | 2 | 0.96
nand2b_1 | 2 | 0.69
o31ai_1 | 4 | 1.6
buf_2 | 2 | 0.55
a21oi_1 | 18 | 4.9
nor3b_2 | 5 | 3.4
and3_1 | 8 | 2.7
o21ai_0 | 5 | 1.4
or3_1 | 2 | 0.69
clkbuf_1 | 9 | 1.9
dfxtp_1 | 28 | 31
a32oi_1 | 4 | 1.9
or4_1 | 3 | 1.2
nand3_1 | 4 | 1.1
a221oi_1 | 2 | 0.96
xnor2_1 | 2 | 0.96
a211oi_2 | 2 | 1.4
or2_2 | 4 | 1.4
inv_1 | 11 | 2.3
-- how the worst min path moves through the flow --
stage,startpoint,endpoint,slack (ns),cells past startpoint
4_1_cts,frame_clk_delayed$_DFF_P_,frame_clk_edge$_DFF_P_,0.39,1
5_1_grt,frame_clk_delayed$_DFF_P_,frame_clk_edge$_DFF_P_,0.43,1
6_report,frame_clk_delayed$_DFF_P_,frame_clk_edge$_DFF_P_,0.39,1
-- critical path, delay by kind of cell --
kind / cells / cell delay (ns)
simple gates: 1 / 0.53
compound gates: 4 / 0.88
buf+inv: 1 / 0.52
Power figures rest on the tool's default switching activity, not on a simulated workload.
