## design.v

```verilog
module iori_FSM(input Clk,                
                      Reset,              
                      frame_clk, 
							 character2_attack,
							 character2_move_r,
							 character2_move_l,
							 character2_hurt,
							 character2_defense,
							 character2_die,
							 exist_character2,
				    input [7:0] game_state,
					 output  [7:0] state_out, 
					 output	[7:0] frame_num,
					 output logic move_l2,move_r2,stand2,attack,hurt,die2
);
	logic [7:0] frame_num_in;
	logic [7:0] delay_in, delay;
	logic move_r_in, move_l_in,stand_in,attack_in,hurt_in,die2_in;	
	logic frame_clk_delayed, frame_clk_edge; 
	logic [7:0] frame_num_max,frame_num_max_in;
	parameter [7:0] delay_move_r = 8'd6;	
	parameter [7:0] delay_move_l = 8'd6;
	parameter [7:0] delay_attack = 8'd3;
	parameter [7:0] delay_stand = 8'd8;
	parameter [7:0] delay_defense = 8'd8;
	parameter [7:0] delay_hurt = 8'd3;
	parameter [7:0] delay_die = 8'd3;
	parameter [7:0] frame_num_move_r = 8'd8; 
	parameter [7:0] frame_num_move_l = 8'd9; 	
	parameter [7:0] frame_num_attack = 8'd5;
	parameter [7:0] frame_num_stand = 8'd7;
	parameter [7:0] frame_num_defense = 8'd0;
	parameter [7:0] frame_num_hurt = 8'd4;
	parameter [7:0] frame_num_die = 8'd4;
	 logic restart, restart_delayed, restart_edge;
	 assign restart = game_state == state_game ? 1'b1:1'b0;
	 always_ff @(posedge Clk)
	 begin 
		restart_delayed <= restart; 
		restart_edge <= restart && (restart_delayed == 1'b0);
	 end
	enum logic [7:0] {state_stand,state_attack, state_movel, state_mover, state_defense, state_hurt,state_die} state_in, state;
	enum logic [7:0] {state_start,state_game, state_gameover} game_state_in;
	assign state_out = state;
	 always_ff @ (posedge Clk)
    begin
		if(restart_edge)
		begin
			state <= state_stand;
			delay <= 8'd0;
			frame_num <= 8'd0;
			frame_num_max <= frame_num_stand;
			move_r2 <= 1'b0;
			move_l2 <= 1'b0;
			stand2 <= 1'b0;
			attack <= 1'b0;
			hurt <= 1'b0;
			die2 <= 1'b0;
		end
		else
		begin
		if(exist_character2)
		begin
			state <= state_in;
			delay <= delay_in;
			frame_num <= frame_num_in;
			frame_num_max <= frame_num_max_in;
			move_r2 <= move_r_in;
			move_l2 <= move_l_in;
			stand2 <= stand_in;
			attack <= attack_in;
			hurt <= hurt_in;
			die2 <= die2_in;
		end
		end
	 end					 
	 always_ff @(posedge Clk)
	 begin 
		frame_clk_delayed <= frame_clk; 
		frame_clk_edge <= frame_clk && (frame_clk_delayed == 1'b0);
	 end
	always_comb 
	begin 
	state_in = state; 
	delay_in = delay; 
	frame_num_in = frame_num;
	frame_num_max_in = frame_num_max;
	move_l_in = 1'b0;
	move_r_in = 1'b0;
	stand_in = 1'b0;
	attack_in = 1'b0;
	hurt_in = 1'b0;
	die2_in = 1'b0;
	if(frame_clk_edge)
	begin
	unique case(state)
	state_attack:
	begin
		attack_in = 1'b1;
		if(character2_die)
		begin
			frame_num_in = 8'd0;
			delay_in = 8'd0;
			state_in = state_die;
		end
		else if(delay>=delay_attack)
		begin
			delay_in = 8'd0;
			if(frame_num>= frame_num_attack)
			begin
				frame_num_in = 8'd0;
				delay_in = 8'd0;
				if(character2_attack)
					state_in = state_attack;
				else
					state_in = state_stand;
			end
			else
				frame_num_in = frame_num + 8'd1;
		end
		else
		begin
			delay_in = delay + 8'd1;
		end
	end
	state_defense:
	begin
		if(character2_die)
		begin
			frame_num_in = 8'd0;
			delay_in = 8'd0;
			state_in = state_die;
		end
		else if(delay>=delay_defense)
		begin
			delay_in = 8'd0;
			if(frame_num>= frame_num_defense)
			begin
				frame_num_in = 8'd0;
				delay_in = 8'd0;
				if(character2_defense)
					state_in = state_defense;
				else
					state_in = state_stand;
			end
			else
				frame_num_in = frame_num + 8'd1;
		end
		else
		begin
			delay_in = delay + 8'd1;
		end
	end
	state_hurt:
	begin
		hurt_in = 1'b1;
		if(character2_die)
		begin
			frame_num_in = 8'd0;
			delay_in = 8'd0;
			state_in = state_die;
		end
		else if(delay>=delay_hurt)
		begin
			delay_in = 8'd0;
			if(frame_num>= frame_num_hurt)
			begin
				frame_num_in = 8'd0;
				state_in = state_stand;
				delay_in = 8'd0;
			end
			else
				frame_num_in = frame_num + 8'd1;
		end
		else
		begin
			delay_in = delay + 8'd1;
		end
	end
	state_mover: 
	begin
		if(character2_die)
		begin
			frame_num_in = 8'd0;
			delay_in = 8'd0;
			state_in = state_die;
		end
		else if(character2_hurt)
		begin
			frame_num_in = 8'd0;
			delay_in = 8'd0;
			state_in = state_hurt;
		end
		else if(character2_attack)
		begin
			state_in = state_attack;
			delay_in = 8'd0;
			frame_num_in = 8'd0;	
		end
		else if(character2_move_r)
		begin
			move_r_in = 1'b1;
			if(delay>=delay_move_r)
			begin
				delay_in = 8'd0;
				if(frame_num >= frame_num_move_r)
					frame_num_in = 8'd0;
				else
					frame_num_in = frame_num + 8'd1;
			end
			else
			begin
				delay_in = delay + 8'd1;
			end
		end
		else if(character2_move_l)
		begin
			state_in = state_movel;
			delay_in = 8'd0;
			frame_num_in = 8'd0;
		end
		else if(character2_defense)
		begin
			state_in = state_defense;
			delay_in = 8'd0;
			frame_num_in = 8'd0;
		end
		else if(character2_hurt)
		begin
			state_in = state_hurt;
			delay_in = 8'd0;
			frame_num_in = 8'd0;
		end
		else
		begin
			state_in = state_stand;
			delay_in = 8'd0;
			frame_num_in = 8'd0;
		end
	end
	state_movel:
	begin
		if(character2_die)
		begin
			frame_num_in = 8'd0;
			delay_in = 8'd0;
			state_in = state_die;
		end
		else if(character2_hurt)
		begin
			frame_num_in = 8'd0;
			delay_in = 8'd0;
			state_in = state_hurt;
		end
		else if(character2_attack)
		begin
			state_in = state_attack;
			delay_in = 8'd0;
			frame_num_in = 8'd0;	
		end
		else if(character2_move_l)
		begin
			move_l_in = 1'b1;
			if(delay>=delay_move_l)
			begin
				delay_in = 8'd0;
				if(frame_num >= frame_num_move_l)
					frame_num_in = 8'd0;
				else
					frame_num_in = frame_num + 8'd1;
			end
			else
			begin
				delay_in = delay + 8'd1;
			end
		end
		else if(character2_move_r)
		begin
			state_in = state_mover;
			delay_in = 8'd0;
			frame_num_in = 8'd0;
		end
		else if(character2_defense)
		begin
			state_in = state_defense;
			delay_in = 8'd0;
			frame_num_in = 8'd0;
		end
		else if(character2_hurt)
		begin
			state_in = state_hurt;
			delay_in = 8'd0;
			frame_num_in = 8'd0;
		end
		else
		begin
			state_in = state_stand;
			delay_in = 8'd0;
			frame_num_in = 8'd0;
		end
	end
	state_stand:
	begin
		stand_in = 1'b1;
		if(character2_die)
		begin
			frame_num_in = 8'd0;
			delay_in = 8'd0;
			state_in = state_die;
		end
		else if(character2_attack)
		begin
			state_in = state_attack;
			delay_in = 8'd0;
			frame_num_in = 8'd0;
		end
		else if(character2_move_r)
		begin
			state_in = state_mover;
			delay_in = 8'd0;
			frame_num_in = 8'd0;
		end
		else if(character2_move_l)
		begin
			state_in = state_movel;
			delay_in = 8'd0;
			frame_num_in = 8'd0;
		end
		else if(character2_defense)
		begin
			state_in = state_defense;
			delay_in = 8'd0;
			frame_num_in = 8'd0;
		end
		else if(character2_hurt)
		begin
			state_in = state_hurt;
			delay_in = 8'd0;
			frame_num_in = 8'd0;
		end
		else
		begin
			if(delay>=delay_stand)
			begin
				delay_in = 8'd0;
				if(frame_num >= frame_num_stand)
					frame_num_in = 8'd0;
				else
					frame_num_in = frame_num + 8'd1;
			end
			else
			begin
				delay_in = delay + 8'd1;
			end
		end
	end
	state_die:
	begin
		die2_in = 1'b1;
		if(delay>=delay_die)
		begin
			delay_in = 8'd0;
			if(frame_num>= frame_num_die)
			begin
				frame_num_in = frame_num_die;
				state_in = state_die;
				delay_in = 8'd0;
			end
			else
			begin
				frame_num_in = frame_num + 8'd1;
			end
		end
		else
		begin
			delay_in = delay + 8'd1;
		end
	end
	endcase
	end
	end
endmodule
```

## run.sh

```bash
#!/bin/bash
# OpenROAD 26Q1-2900-gdf79404cd8, Yosys 0.63+post, stock flow scripts
make -C /OpenROAD-flow-scripts/flow DESIGN_CONFIG=/design/flow/config.mk WORK_HOME=/design/flow/orfs finish
```

## config.mk

```make
export PLATFORM = sky130hd
export DESIGN_NAME = iori_FSM
export DESIGN_NICKNAME = iori_FSM
export VERILOG_FILES = /design/flow/design.v
export SDC_FILE = /design/flow/constraint.sdc
export NUM_CORES = 4
export LEC_CHECK = 1
export CORE_UTILIZATION = 30
```

## constraint.sdc

```tcl
current_design iori_FSM

set clk_period 4.5
set clk_io_pct 0.2

create_clock -name clk0 -period $clk_period [get_ports {Clk}]

set non_clock_inputs [all_inputs -no_clocks]
set_input_delay [expr $clk_period * $clk_io_pct] -clock clk0 $non_clock_inputs
set_output_delay [expr $clk_period * $clk_io_pct] -clock clk0 [all_outputs]
```

==> out/writeup.txt <==
The run finished with clean final reports. For the vias after detailed routing, the log shows 1,767. Dominant kind of combinational cell: simple AND/OR/NAND/NOR gates.

Post-detailed-placement half-perimeter wirelength: 3110 microns. For this run, design rule violations remaining after detail routing come to 0. The floorplan step defined a die boundary enclosing 0.00657 sq mm. The most critical setup path has its startpoint at character2_die. Per the summary, power density relative to cell area is 485 mW/mm^2.

The run gives 2 for the maximum number of buffers from clock root to sink. Per the synthesis report, the adder-cell share of the synthesized area is 4.41%. The clock slew at the register clock pins of the worst setup and hold paths is 60 ps, and the worst-case headroom to the max-slew limit is 44.9%. The capture point of the worst register-to-register path is recorded as frame_num[3].

Of the total synthesized cell area, the portion taken by AND-OR and OR-AND cells is 21.7%. For the data arrival at the endpoint of the critical path, the log shows 3390 ps. Setup repair after global routing left no endpoint under its margin. The tools report the count of nets left with antenna violations after detail routing as 0. The tools report the largest net degree at the start of global routing as 26. Once iteration 0 of detailed routing completed, the report listed 112 DRC markers. With the fraction of the mapped netlist area in simple logic gates at 31.0%, the multiplexer share of the synthesized area is 1.07%. The longest individual stage delay on the worst path works out to 700 ps. The type of the most critical hold path was reg2reg. With the via count of the first global-routing pass at 1,545, the die boundary height is 81.0 microns. Post-synthesis cell type with the largest combined area: dfxtp_1. For this run, the script counts the antenna cells in the layout as 0. The fraction of registers with async set/reset came out at 0%.

Kind of launch point of the worst setup path: an input pin. Commonest register cell after synthesis: dfxtp_1. The overall routed net length is 4430 microns. The tools report the source of the worst register-to-register timing path as state[0]. The transition time at the pin with the least slew margin is 825 ps. According to the timing report, the data required time at the worst endpoint equals 4700 ps. Sorting the synthesized cells by how often they occur yields dfxtp_1 (29), nor2_1 (29), nand2_1 (15), a21oi_1 (13). The clock period minus final worst setup slack is 3190 ps, and the global-route usage over all layers is 14.4%. The number of distinct library cells after synthesis is 61, and the post-cts resize count is 0. The analysis reports a worst IR drop on VDD of 186 uV. After synthesis, flip-flops and latches occupy 31.0% of the total area.

The critical path class was in2reg. As logged by OpenROAD, the buffers inserted on ports number 33. Final total negative setup slack: 0 ps.

Number of antenna violations at the first check in global routing: 0. The area of combinational cells with multiple inputs came out at 0.00117 sq mm. For reference, the critical path cell chain is clkdlybuf4s50_1, nor3_1, nand4_1, o311a_1, a21oi_2, a21oi_2, o22ai_1.

The synthesized netlist devotes 3.27% of its cell area to XOR and XNOR gates. The number of buffer and inverter stages on the critical path is 1. STA classifies the critical path endpoint as a flop. Derived from the worst setup path, the maximum achievable clock frequency is 314 MHz.

Looking at the critical path, the single cell with the biggest stage delay is clkdlybuf4s50_1. The standby leakage power came out at 0.841 nW. Per the timing report, the biggest fanout along the worst path comes to 15. Buffers added to address setup during post-CTS repair amount to 0. By area the synthesized netlist is led by dfxtp_1 (31%), nor2_1 (5.8%), a21oi_1 (3.5%).

The final core area utilization was 38.3%. Per STA, the library cell used most along the worst path is a21oi_2. Clock tree root buffer cell: clkbuf_8. In the final layout, the fill cell count is 596. Of the cells placed in the final design, the portion with a size suffix greater than 1 is 6.82%. The first detailed-routing pass took 4 iterations. Yosys stat counts 236 cells in the synthesized netlist. The horizontal die dimension is 81.0 microns, and the final number of max-transition violations is 0. Yosys reports a chip area of 0.00187 sq mm. The timing report lists the critical path depth as 7 cells. Per the post-synthesis stats, the area per cell is 7.94 sq um. TritonCTS built the clock tree. With the core footprint at 0.00599 sq mm, the count of hold buffers inserted by post-cts repair is 0.

The synthesized cell area was 0.00187 sq mm; the area of all sequential standard cells was 581 sq um. The synthesized netlist handed to floorplanning was reported with a cell count of 236. The number of synthesized flops with an enable pin came out at 0.

The count of tool warnings was 29. The final timing report lists clock skew as 5.03 ps. The number of synthesized register bits works out to 29. Post-synthesis to final-layout area growth: 22.4%.

The final setup violation count was 0. Yosys reports that the leading cell type by area covers 31.0% of the netlist area. Clock latency on the worst-skew pair, taken at its later pin, is 270 ps.

The number of max-cap violations is 0. The run gives 28 for the row count. During I/O placement, the number of pins put on the boundary was 40.

Per the gpl log, the routability congestion estimate is 0.844. At the floorplan stage, the core utilization is reported as 31.3%. In the final layout, the registers with the most flip-flops are delay x8, frame_num x8, state x3. The first-pass GRT wire length was 7380 microns; the vias per cell was 5.21. Per STA, the worst path accumulates the most delay in the family AND-OR/OR-AND gates. Counting endpoints that fail hold in the final report gives 0.

The Yosys step of the flow raised 3 warnings. Looking at the clock tree report, the H-tree level count equals 2. The setup check on the worst reg-to-reg path leaves a slack of 1920 ps. Buffers inserted during clock tree synthesis total 5. Counting every sink on the clock net gives 29. For reference, the critical path is captured by frame_num[3]. The final critical path takes up 70.8% of the cycle. The routed design shows a wire length per standard cell of 13.1 microns. The total congestion overflow came out at 0. The worst register-to-register path depth is 8.
## per-layer routing
metal	vias to the layer above	GRT usage (%)	wire, microns
li1	903	-	-
met1	809	22.8	2250
met2	49	21.9	1910
met3	6	1.60	195
met4	0	1.96	69
met5	-	0	0
## metrics by stage
stage	hold WS, ps	area, sq um	setup WS (ps)	cells	total power [mW]
2_1_floorplan	367	1890	2050	240	0.765
3_3_place_gp	371	2210	1100	331	0.912
3_5_place_dp	372	2210	1080	331	0.915
4_1_cts	381	2290	1360	339	1.12
5_1_grt	388	2290	1210	339	1.22
6_report	380	2290	1310	339	1.11
## area by class of cell
class                           count  area share, %
Sequential cell                    29           25.3
Multi-Input combinational cell    184           51.1
Inverter                           10           1.64
Clock buffer                        8           3.49
Timing Repair Buffer               33           14.4
Tap cell                           75           4.09
## cells in the final DEF (no fill, tap or decap), types with 2 or more instances in the layout
| master | instances |
|---|---|
| o211ai_1 | 2 |
| a21oi_2 | 2 |
| dfxtp_1 | 29 |
| o21ai_1 | 6 |
| and3_1 | 3 |
| clkbuf_1 | 3 |
| o21ai_0 | 9 |
| xor2_1 | 3 |
| mux2i_1 | 2 |
| nor2b_1 | 10 |
| inv_2 | 3 |
| clkdlybuf4s50_1 | 33 |
| nand4_1 | 6 |
| a22oi_1 | 4 |
| or4_4 | 2 |
| clkbuf_8 | 5 |
| nor3_1 | 10 |
| ha_1 | 5 |
| o31ai_1 | 3 |
| nand2b_1 | 2 |
| a211o_1 | 3 |
| inv_1 | 7 |
| and4_1 | 2 |
| nor2_1 | 29 |
| xnor2_1 | 4 |
| o21a_1 | 2 |
| conb_1 | 5 |
| a21oi_1 | 13 |
| nand2_1 | 15 |
| nor4_1 | 4 |
| or3_1 | 3 |
| nand3_1 | 6 |
| nor3b_1 | 3 |
## where the power goes
part / leakage, nW / internal, mW / switching (mW)
clock network: 0.0395 / 0.110 / 0.0901
registers: 0.237 / 0.307 / 0.123
logic: 0.564 / 0.240 / 0.243
## how the worst min path moves through the flow
stage,slack [ps],depth (start not counted),end,from
after CTS,380,1,frame_clk_edge,frame_clk_delayed
final,380,1,frame_clk_edge,frame_clk_delayed
after global routing,390,1,frame_clk_edge,frame_clk_delayed
## kinds of logic (layout without fill, tap and decap cells)
| family | after synthesis | in the layout |
|---|---|---|
| adder cells (fa/ha/maj) | 6 | 6 |
| XOR/XNOR | 7 | 7 |
| AND-OR/OR-AND | 58 | 58 |
| flip-flops | 29 | 29 |
| AND/OR/NAND/NOR | 106 | 106 |
| multiplexers | 2 | 2 |
| buffers and inverters | 27 | 51 |
| other | 1 | 5 |
No activity file was given, so power comes from the tool's default toggle rates.
