## flow/design.v

```verilog
module  ball ( input         Clk,                 
                             Reset,               
                             frame_clk,           
					input [7:0]   keycode,
               input [9:0]   DrawX, DrawY,        
               output logic  is_ball              
              );
    parameter [9:0] Ball_X_Center = 10'd320;   
    parameter [9:0] Ball_Y_Center = 10'd240;   
    parameter [9:0] Ball_X_Min = 10'd0;        
    parameter [9:0] Ball_X_Max = 10'd639;      
    parameter [9:0] Ball_Y_Min = 10'd0;        
    parameter [9:0] Ball_Y_Max = 10'd479;      
    parameter [9:0] Ball_X_Step = 10'd1;       
    parameter [9:0] Ball_Y_Step = 10'd1;       
    parameter [9:0] Ball_Size = 10'd4;         
    logic [9:0] Ball_X_Pos, Ball_X_Motion, Ball_Y_Pos, Ball_Y_Motion;
    logic [9:0] Ball_X_Pos_in, Ball_X_Motion_in, Ball_Y_Pos_in, Ball_Y_Motion_in;
    logic frame_clk_delayed, frame_clk_rising_edge;
    always_ff @ (posedge Clk) begin
        frame_clk_delayed <= frame_clk;
        frame_clk_rising_edge <= (frame_clk == 1'b1) && (frame_clk_delayed == 1'b0);
    end
    always_ff @ (posedge Clk)
    begin
        if (Reset)
        begin
            Ball_X_Pos <= Ball_X_Center;
            Ball_Y_Pos <= Ball_Y_Center;
            Ball_X_Motion <= 10'd0;
            Ball_Y_Motion <= Ball_Y_Step;
        end
        else
        begin
            Ball_X_Pos <= Ball_X_Pos_in;
            Ball_Y_Pos <= Ball_Y_Pos_in;
            Ball_X_Motion <= Ball_X_Motion_in;
            Ball_Y_Motion <= Ball_Y_Motion_in;
        end
    end
    always_comb
    begin
        Ball_X_Pos_in = Ball_X_Pos;
        Ball_Y_Pos_in = Ball_Y_Pos;
        Ball_X_Motion_in = Ball_X_Motion;
        Ball_Y_Motion_in = Ball_Y_Motion;
        if (frame_clk_rising_edge)
        begin
				unique case(keycode)
					8'h04: 
						begin
							Ball_X_Motion_in = (~(Ball_X_Step) + 1'b1);
							Ball_Y_Motion_in = 10'h000;
						end	
					8'h07:
						begin
							Ball_X_Motion_in = Ball_X_Step;
							Ball_Y_Motion_in = 10'h000;
						end
					8'h1a:
						begin
							Ball_Y_Motion_in = (~(Ball_Y_Step) + 1'b1);
							Ball_X_Motion_in = 10'h000;
						end
					8'h16:
						begin
							Ball_Y_Motion_in = Ball_Y_Step;
							Ball_X_Motion_in = 10'h000;
						end
					default:
					begin 
					end
				endcase
            if( Ball_Y_Pos + Ball_Size >= Ball_Y_Max )   
			   begin
                Ball_Y_Motion_in = (~(Ball_Y_Step) + 1'b1);   
	             Ball_X_Motion_in = 10'h000;   
			   end
            else if ( Ball_Y_Pos <= Ball_Y_Min + Ball_Size )   
				begin
                Ball_Y_Motion_in = Ball_Y_Step;
	             Ball_X_Motion_in = 10'h000;   
			   end
            else if( Ball_X_Pos + Ball_Size >= Ball_X_Max )   
				begin
                Ball_X_Motion_in = (~(Ball_X_Step) + 1'b1);   
	             Ball_Y_Motion_in = 10'h000;   
				end
            else if ( Ball_X_Pos <= Ball_X_Min + Ball_Size )   
			   begin
                Ball_X_Motion_in = Ball_X_Step;
	             Ball_Y_Motion_in = 10'h000;   
				end 
            Ball_X_Pos_in = Ball_X_Pos + Ball_X_Motion;
            Ball_Y_Pos_in = Ball_Y_Pos + Ball_Y_Motion;
        end
    end
    int DistX, DistY, Size;
    assign DistX = DrawX - Ball_X_Pos;
    assign DistY = DrawY - Ball_Y_Pos;
    assign Size = Ball_Size;
    always_comb begin
        if ( ( DistX*DistX + DistY*DistY) <= (Size*Size) ) 
            is_ball = 1'b1;
        else
            is_ball = 1'b0;
    end
endmodule
```

## flow/run.sh

```bash
#!/bin/bash
# OpenROAD 26Q1-2900-gdf79404cd8, Yosys 0.63+post, stock flow scripts
make -C /OpenROAD-flow-scripts/flow DESIGN_CONFIG=/design/flow/config.mk WORK_HOME=/design/flow/orfs finish
```

## flow/config.mk

```make
export PLATFORM = sky130hd
export DESIGN_NAME = ball
export DESIGN_NICKNAME = ball
export VERILOG_FILES = /design/flow/design.v
export SDC_FILE = /design/flow/constraint.sdc
export NUM_CORES = 4
export LEC_CHECK = 1
export CORE_UTILIZATION = 40
```

## flow/constraint.sdc

```tcl
current_design ball

set clk_period 17.0
set clk_io_pct 0.2

create_clock -name clk0 -period $clk_period [get_ports {Clk}]

set non_clock_inputs [all_inputs -no_clocks]
set_input_delay [expr $clk_period * $clk_io_pct] -clock clk0 $non_clock_inputs
set_output_delay [expr $clk_period * $clk_io_pct] -clock clk0 [all_outputs]
```

==> run summary <==
Worst r2r src: Ball_Y_Motion[8]$_SDFFE_PP0P_
IO Count: 32
Final setup violation count: 0
RD Place Congestion: 0.942
Die W: 171 um
Final setup margin: 0.734 ns
FMAX: 61.5 MHz
CP dominant cell by count: fa_1
RSZ-0062 raised after global routing: no
Largest stage delay, worst path: 0.65 ns
Pre-Place Util: 40.8%
Setup Buffers After CTS: 0
Tally of OpenROAD warnings: 32
Status: finished clean
Syn Area/Cell: 8.95 um^2
Clock skew: 0.00382 ns
Clk latency late pin: 0.26 ns
Cell type with the highest aggregate area in the netlist: fa_1
Clock tree sinks: 26
Routed Antenna Nets: 0
CTS root buffer: clkbuf_16
Average wire per standard cell: 14.3 um
Initial antenna violation count: 0
Commonest flop: dfxtp_1
Final Instance Count excl. Fillers: 1686
Chip Area, Yosys: 11400 um^2
Number of antenna diodes: 0
Final instance area: 12300 um^2
Slew headroom: 42.2%
Worst Hold Depth: 1
GRT Util Overall: 18.7%
Period utilization: 95.7%
Grt total ovfl: 0
Worst reg2reg setup slack: 14.47 ns
Critical Path Start Type: primary input
Initial drt markers: 292
CTS tree: done
Chip Area: 29200 um^2
Final Hold Violation Tally: 0
Ys Warns: 1
Ratio of cells with drive above 1 in the final layout: 3.82%
Worst-Margin Slew: 0.867 ns
First-pass GRT wire length: 40200 um
Setup WS pre-CTS: 0.777 ns
CTS clk-pin slew, worst paths: 0.07 ns
Post-CTS Hold Buffers: 0
Setup_tns: 0 ns
Total Wirelength: 24100 um
Max clock buf depth: 2
Ys async rst share: 0%
Area Growth Syn to Fin: 8.20%
WP data required: 13.60 ns
Highest-delay cell along the critical path: o21ai_2
DPL Wire Length: 21700 um
CP max FO: 18
Count of input and output buffers: 31
Post-CTS Resized: 0
Area contributors post-synth: fa_1 (43%), ha_1 (14%), inv_1 (11%)
Cell Count Post-Placement: 1682
Drc violations: 0
Hold path startpoint: frame_clk_delayed$_DFF_P_
Post-Syn Area: 11400 um^2
DR vias/cell: 4.85
Cell Type Count: 74
Site Rows: 61
Slew Limit Fails: 0
Critical path class: primary input to primary output
First-pass DRT Iterations: 5
R2R Path End: Ball_Y_Pos[8]$_SDFFE_PP0P_
TritonCTS Buffers: 3
Placeable core area: 27900 um^2
Post-synth top area share: 43.2%
Hold Path End: frame_clk_rising_edge$_DFF_P_
CP Capture Type: primary output
Final Hold Slack: 0.383 ns
Number of cells in Yosys stat: 1273
Vias: 8185
Placed Area: 12200 um^2
Synth flops: 26
Chip height: 171 um
R2r worst-path depth: 10
EDFF count, synth: 0
Cell count after synthesis: 1273
Vias in the first global route: 8157
Min-Delay Path Class: flop to flop
Worst Path Arrival: 12.87 ns
Max-Cap Viols: 0
Largest net degree at the start of global routing: 30
H-tree levels: 1
Post-synthesis sequential area ratio: 4.57%
Clock period minus final worst setup slack: 16.27 ns
## worst max-delay path by stage
stage / startpoint / end / slack [ns] / depth (start not counted)
4_1_cts: DrawX[0] / is_ball / 0.73 / 32
5_1_grt: DrawY[0] / is_ball / 0.09 / 31
6_report: DrawX[0] / is_ball / 0.73 / 32
## cells by family (layout without fill, tap and decap cells)
kind of cell	count (synthesis)	count (layout)	synth area share (%)
buf+inv	364	399	12.1
xor+xnor	49	49	4.00
fa+ha+maj	372	372	57.0
compound gates	159	159	9.68
flops	26	26	4.57
simple gates	293	293	11.7
mux	10	10	0.889
## synthesized netlist by cell type, types with 10 or more instances
library cell  instances
a21o_1               15
dfxtp_1              26
nor3_1               10
nand2b_1             16
o21ai_0              21
nor2_1              118
xnor2_1              41
a21oi_1              44
nor2b_1              12
inv_1               342
fa_1                246
nand2_1              82
ha_1                126
## cell usage in the layout, fill, tap and decap left out, types with 8 or more instances in the layout
cell type and count:
a21o_1 15, a21oi_1 44, buf_4 14, clkdlybuf4s50_1 31, dfxtp_1 26, fa_1 246
ha_1 126, inv_1 342, mux2i_1 9, nand2_1 82, nand2b_1 16, nand3_1 9
nor2_1 118, nor2b_1 12, nor3_1 10, nor4_1 8, o21ai_0 21, o21bai_1 8
xnor2_1 41
## metrics by stage
| stage | util, % |
|---|---|
| floorplan | - |
| global placement | 43.8 |
| detailed placement | 43.8 |
| CTS | 44.1 |
| global route | 44.1 |
| finish | 44.1 |
## critical path, delay by kind of cell
family / cells / cell delay (ns)
buffers and inverters: 7 / 1.51
AOI/OAI and AO/OA: 10 / 2.42
and+or+nand+nor: 5 / 0.71
adders and majority gates: 10 / 4.85
## area by class of cell
class                      instances  area (um^2)
clock buffer                       3         75.1
sequential                        26          520
tap                              378          473
inverter                         350         1320
fill                            2747        15600
multi-input combinational        883         9500
timing repair buffer              45          415
clock inverter                     1         30.0
## state kept, by name, indices dropped and copies added, names as in the netlist
| signal | flops |
|---|---|
| Ball_Y_Motion | 2 |
| Ball_Y_Pos | 10 |
| frame_clk_delayed | 1 |
| Ball_X_Motion | 2 |
| Ball_X_Pos | 10 |
| frame_clk_rising_edge | 1 |
## per-layer routing
layer / vias up / wire length [um] / share of wire (%) / global-route usage (%)
met5: - / 0 / 0 / 0.870
met4: 0 / 315 / 1.3 / 1.88
met3: 19 / 1790 / 7.4 / 5.68
met2: 185 / 11800 / 49 / 29.8
met1: 3997 / 10200 / 42 / 27.0
li1: 3984 / - / - / -
